===== config.mk =====
export PLATFORM = sky130hd
export DESIGN_NAME = bw_r_rf32x80
export DESIGN_NICKNAME = bw_r_rf32x80
export VERILOG_FILES = /design/flow/design.v
export SDC_FILE = /design/flow/constraint.sdc
export NUM_CORES = 4
export LEC_CHECK = 1
export CORE_UTILIZATION = 30

===== constraint.sdc =====
current_design bw_r_rf32x80

set clk_period 19.6
set clk_io_pct 0.2

create_clock -name clk0 -period $clk_period [get_ports {rclk}]

set non_clock_inputs [all_inputs -no_clocks]
set_input_delay [expr $clk_period * $clk_io_pct] -clock clk0 $non_clock_inputs
set_output_delay [expr $clk_period * $clk_io_pct] -clock clk0 [all_outputs]

===== design.v =====
module bw_r_rf32x80( 
   dout, so,
   rd_en, rd_adr, wr_en, nib_wr_en, wr_adr, din,
   si, se, sehold, rclk, rst_tri_en, reset_l);
parameter NUM_TPL = 6 ;          
parameter NUM_ENTRIES = 32 ;     
input [4:0]   rd_adr;      
input         rd_en;       
input         wr_en;       
input [19:0]  nib_wr_en;   
input [4:0]   wr_adr;      
input [79:0] din;          
input         rclk;        
input         reset_l;     
input         rst_tri_en;  
input         sehold;      
input         si;          
input         se;          
output  [79:0] dout ;  
output          so ;    
   wire [159:0] write_mask;  
   reg [3:0] rd_adr_d1;
   reg [3:0] rd_adr_d2;
   reg read_en_d1;
   reg read_en_d2;
   reg [79:0] inq_ary [NUM_ENTRIES-1:0];
   assign dout = inq_ary[rd_adr_d1];
   always @ (posedge rclk)
   begin
      if (!reset_l)
      begin
         inq_ary[00] <= 80'b0;
         inq_ary[01] <= 80'b0;
         inq_ary[02] <= 80'b0;
         inq_ary[03] <= 80'b0;
         inq_ary[04] <= 80'b0;
         inq_ary[05] <= 80'b0;
         inq_ary[06] <= 80'b0;
         inq_ary[07] <= 80'b0;
         inq_ary[08] <= 80'b0;
         inq_ary[09] <= 80'b0;
         inq_ary[10] <= 80'b0;
         inq_ary[11] <= 80'b0;
         inq_ary[12] <= 80'b0;
         inq_ary[13] <= 80'b0;
         inq_ary[14] <= 80'b0;
         inq_ary[15] <= 80'b0;
         inq_ary[16] <= 80'b0;
         inq_ary[17] <= 80'b0;
         inq_ary[18] <= 80'b0;
         inq_ary[19] <= 80'b0;
         inq_ary[20] <= 80'b0;
         inq_ary[21] <= 80'b0;
         inq_ary[22] <= 80'b0;
         inq_ary[23] <= 80'b0;
         inq_ary[24] <= 80'b0;
         inq_ary[25] <= 80'b0;
         inq_ary[26] <= 80'b0;
         inq_ary[27] <= 80'b0;
         inq_ary[28] <= 80'b0;
         inq_ary[29] <= 80'b0;
         inq_ary[30] <= 80'b0;
         inq_ary[31] <= 80'b0;
      end
      else
      begin
         if (wr_en)
         begin
            inq_ary[wr_adr] <= (din & write_mask) | (inq_ary[wr_adr] & ~write_mask);
         end
      end
   end
   always @ (posedge rclk)
   begin
      rd_adr_d1 <= rd_adr;
      rd_adr_d2 <= rd_adr_d1;
      read_en_d1 <= rd_en;
      read_en_d2 <= read_en_d1;
   end
assign  write_mask[79:0] =
    {{4{nib_wr_en[19]}},
     {4{nib_wr_en[18]}},
     {4{nib_wr_en[17]}},
     {4{nib_wr_en[16]}},
     {4{nib_wr_en[15]}},
     {4{nib_wr_en[14]}},
     {4{nib_wr_en[13]}},
     {4{nib_wr_en[12]}},
     {4{nib_wr_en[11]}},
     {4{nib_wr_en[10]}},
     {4{nib_wr_en[9]}},
     {4{nib_wr_en[8]}},
     {4{nib_wr_en[7]}},
     {4{nib_wr_en[6]}},
     {4{nib_wr_en[5]}},
     {4{nib_wr_en[4]}},
     {4{nib_wr_en[3]}},
     {4{nib_wr_en[2]}},
     {4{nib_wr_en[1]}},
     {4{nib_wr_en[0]}}
    };
endmodule

===== run.sh =====
#!/bin/bash
# OpenROAD 26Q1-2900-gdf79404cd8, Yosys 0.63+post, stock flow scripts
make -C /OpenROAD-flow-scripts/flow DESIGN_CONFIG=/design/flow/config.mk WORK_HOME=/design/flow/orfs finish

==> impl_metrics.json <==
{
  "clock_tree_from_tritoncts": "yes",
  "p_clk_share_pct": 39.6,
  "hold_buffers": 0,
  "route.vias.total": 82161,
  "cp_top_family": "buffers and inverters",
  "dp_hpwl_um": 271600,
  "ff_latch_area_sq_um": 76970,
  "synth.yosys.seq_area_share_pct": 62.50,
  "post_synthesis_cell_type_with_the_largest_instance_count": "sky130_fd_sc_hd__edfxtp_1",
  "post-synth-top-area-fraction_pct": 62.44,
  "root_buffer": "sky130_fd_sc_hd__clkbuf_16",
  "cap_violations": 0,
  "fillCellCount": 37843,
  "openroad.warnings": 36,
  "clock_path_buffers": 4,
  "data_arrival_time_of_the_critical_path_ns": 10.51,
  "cts.repair.resized": 0,
  "drc_errors": 0,
  "first_global_vias": 87404,
  "cts_buffers": 276,
  "grt_pass1_wl_um": 649100,
  "setup_viol_count_final": 0,
  "critPathMaxStageDelay_ns": 0.79,
  "edf_count": 2560,
  "chipWidth_um": 642.6,
  "netlist_instances": 8711,
  "layout_setup_ws_ns": 9.644,
  "comb_power_share_pct": 11.1,
  "cts.sink_count": 2564,
  "synth_async_sr_flop_share_pct": 0,
  "yosys-stat-cells": 8711,
  "dpl_worst_slack_ns": 8.892,
  "fin_tns_setup_ns": 0,
  "ys_dominant_reg_cell": "sky130_fd_sc_hd__edfxtp_1",
  "layout_top_registers": "inq_ary (2560)",
  "yosys_warnings": 82,
  "design_internal_power_mw": 9.573,
  "worst-path-max-fanout": 97,
  "total_number_of_h_tree_levels": 5,
  "path_clk_slew_ns": 0.06,
  "worstHoldPathType": "reg2reg",
  "row_count": 234,
  "topCellsByArea": "sky130_fd_sc_hd__edfxtp_1, sky130_fd_sc_hd__mux4_2, sky130_fd_sc_hd__mux2i_1, sky130_fd_sc_hd__nor2_1, sky130_fd_sc_hd__nor3_1",
  "netlist_area_sq_um": 123100,
  "worst_slew_margin_rel_pct": 29.42,
  "yosysChipArea_sq_um": 123100,
  "chipHeight_um": 642.6,
  "max-vdd-ir-drop_mv": 0.06856,
  "detailedRoute.firstPassIterationCount": 5,
  "multi_input_comb_area_sq_um": 42440,
  "chip_area_sq_um": 413000,
  "cellPowerDensity_nw_per_um2": 91.32,
  "min_period_over_period_pct": 50.79,
  "final.min_clock_period_ns": 9.956,
  "grt_max_degree": 103,
  "switching_share_pct": 25.06,
  "antenna_found_initial": 32,
  "grt.total_usage_pct": 23.75,
  "initial_utilization_pct": 30.23,
  "timing_worst_slew_pin_value_ns": 1.059,
  "leak_nw": 47.96,
  "rsz0062_at_grt": "false",
  "netlist_top_cells_count": "sky130_fd_sc_hd__edfxtp_1, sky130_fd_sc_hd__nor2_1, sky130_fd_sc_hd__nor3_1, sky130_fd_sc_hd__mux2i_1, sky130_fd_sc_hd__mux4_2",
  "cts_setup_buffers": 0,
  "cell_breakdown_of_the_critical_path": "buf_16, buf_4, buf_12, buf_4, buf_4, buf_4, buf_4, mux2i_1, o22ai_1, or3_1, o41ai_4, buf_4, nor2_1",
  "yosysTopAreaCell": "sky130_fd_sc_hd__edfxtp_1",
  "initialDrtViolationCount": 6213,
  "floorplan.io_pins": 199,
  "synth_flop_count": 2564,
  "path_buffers": 8,
  "top_register": "inq_ary",
  "post_drt_via_cell_ratio": 5.748,
  "mean_area_per_synthesized_cell_sq_um": 14.13,
  "clock.latency.late_pin_ns": 0.87,
  "core_sq_um": 407300,
  "switchingPower_mw": 3.201,
  "routed_wire_length_um": 467500,
  "endpoint_kind": "flip-flop",
  "drt.antenna.violating_nets": 0,
  "status": "complete, no violations",
  "finalHoldViolations": 0,
  "fin_worst_skew_ns": 0.03959,
  "layout-drive-gt1-share_pct": 18.42,
  "grt_overflow_total": 0,
  "fmax_mhz": 100.4,
  "routedWlPerCell_um": 32.71,
  "crit_type": "in2reg",
  "slowest_stage": "sky130_fd_sc_hd__o41ai_4",
  "globalplace.congestion": 0.9064,
  "largest_reg_flops": 2560,
  "power.share.sequential_pct": 49.3,
  "required_ns": 20.16,
  "setup.worst_path.start_class": "primary input",
  "netlist-cell-type-count": 65,
  "area_growth_pct": 13.61,
  "drv_slew": 0,
  "numPortBuffers": 191,
  "cp_common_cell": "sky130_fd_sc_hd__buf_4"
}
-- power groups by stage --
stage	clock network, mW	logic [mW]	registers (mW)
CTS	5.08	1.40	6.30
global route	5.27	1.48	6.32
finish	5.05	1.42	6.30
-- cell usage in the layout, fill, tap and decap left out, drive strengths merged, types with 5 or more instances in the layout --
cell | netlist | routed
edfxtp | 2560 | 2560
nor2 | 1726 | 1726
nor3 | 1034 | 1034
mux2i | 712 | 712
mux4 | 646 | 646
buf | 540 | 408
clkbuf | 392 | 342
o22ai | 278 | 278
clkdlybuf4s50 | 0 | 186
nor2b | 143 | 143
clkinv | 0 | 105
nand2 | 92 | 92
a2111oi | 71 | 71
a211oi | 60 | 60
or4 | 60 | 60
a22oi | 57 | 57
nand2b | 55 | 55
nor4 | 39 | 39
o41ai | 36 | 36
and2 | 33 | 33
a22o | 28 | 28
inv | 17 | 28
nand3 | 23 | 23
o31ai | 17 | 17
bufinv | 0 | 16
o32ai | 15 | 15
and4 | 13 | 13
diode | 0 | 12
and3 | 10 | 10
a21oi | 7 | 7
a41o | 6 | 6
clkinvlp | 0 | 6
nor3b | 5 | 5
-- cells by family after synthesis --
logic type / after synthesis / synth area share [%]
AOI/OAI and AO/OA: 587 / 4.034
other: 1 / 0.003046
buffers and inverters: 949 / 3.853
and+or+nand+nor: 3250 / 11.99
DFF: 2564 / 62.50
muxes: 1360 / 17.62
-- worst reg2reg max path: cells and delay by family (launching register included) --
family          cells  cell delay, ns
compound gates      2            1.08
buf+inv             1            0.37
flops               1            0.37
mux                 1            0.13
simple gates        2            0.73
-- final cells by class --
type / count / share of cell area [%]
timing repair buffer: 594 / 3.644
tap: 5428 / 4.855
multi-input combinational: 5198 / 30.34
sequential: 2564 / 55.03
clock buffer: 342 / 5.267
inverter: 17 / 0.04741
clock inverter: 138 / 0.7997
antenna: 12 / 0.02147
-- worst paths after layout --
| check | start | slack, ns | end | cells after the start |
|---|---|---|---|---|
| max | wr_adr[1] | 9.64 | inq_ary[11][75] | 13 |
| min | inq_ary[20][68] | 0.98 | inq_ary[20][68] | 5 |
| max reg2reg | inq_ary[28][6] | 16.65 | inq_ary[10][6] | 6 |
| min reg2reg | inq_ary[20][68] | 0.98 | inq_ary[20][68] | 5 |
-- routing by layer --
metal	part of all wire, %	GRT usage [%]	vias up	wire length [um]
met5	0.41	3.747	-	1906
met3	20	20.97	1660	94090
met2	44	34.28	7252	206000
li1	-	-	33414	-
met1	28	22.15	39741	132000
met4	7.2	12.88	94	33600
-- stage by stage --
step           hold WS, ns  cells  power (mW)  area, sq um  utilization (%)
2_1_floorplan       0.8646   8711       7.255       123100                -
3_3_place_gp        0.9129  13801       7.784       131400            32.26
3_5_place_dp        0.9120  13801       7.809       131400            32.26
4_1_cts             0.9715  14281       12.78       139800            34.34
5_1_grt              1.019  14285       13.08       139900            34.34
6_report            0.9788  14293       12.77       139900            34.35
No activity file was given, so power comes from the tool's default toggle rates.
