`/design/flow/design.v`:
```
module sd_block_cache
#(
    parameter EADDR_WIDTH = 2,
    parameter ENTRY_COUNT = (2**EADDR_WIDTH),
    parameter CACHE_DEPTH = (64*ENTRY_COUNT),
    parameter CADDR_WIDTH = 6,
    parameter CDATA_WIDTH = (2**CADDR_WIDTH)
)(
    input  wire                   clk,
    input  wire [EADDR_WIDTH-1:0] r_entry,
    input  wire [CADDR_WIDTH-1:0] r_addr,
    output reg  [CDATA_WIDTH-1:0] r_data,
    input  wire                   w_en,
    input  wire [EADDR_WIDTH-1:0] w_entry,
    input  wire [CADDR_WIDTH-1:0] w_addr,
    input  wire [CDATA_WIDTH-1:0] w_data
);
    localparam TADDR_WIDTH = EADDR_WIDTH + CADDR_WIDTH;
    reg [CDATA_WIDTH-1:0] blocks [CACHE_DEPTH-1:0];
    wire [TADDR_WIDTH-1:0] true_r_addr = ({6'd0, r_entry} << 6) + r_addr;
    wire [TADDR_WIDTH-1:0] true_w_addr = ({6'd0, w_entry} << 6) + w_addr;
    always @(posedge clk)
    begin
        r_data <= blocks[true_r_addr];
    end
    always @(posedge clk)
    begin
        if (w_en == 1'b1)
        begin
            blocks[true_w_addr] <= w_data;
        end
    end
endmodule
```
`/design/flow/run.sh`:
```
#!/bin/bash
# OpenROAD 26Q1-2900-gdf79404cd8, Yosys 0.63+post, stock flow scripts
make -C /OpenROAD-flow-scripts/flow DESIGN_CONFIG=/design/flow/config.mk WORK_HOME=/design/flow/orfs finish
```
`/design/flow/config.mk`:
```
export PLATFORM = sky130hd
export DESIGN_NAME = sd_block_cache
export DESIGN_NICKNAME = sd_block_cache
export VERILOG_FILES = /design/flow/design.v
export SDC_FILE = /design/flow/constraint.sdc
export NUM_CORES = 4
export LEC_CHECK = 1
export CORE_UTILIZATION = 50
export SYNTH_MEMORY_MAX_BITS = 65536
```
`/design/flow/constraint.sdc`:
```
current_design sd_block_cache

set clk_period 54.2
set clk_io_pct 0.2

create_clock -name clk0 -period $clk_period [get_ports {clk}]

set non_clock_inputs [all_inputs -no_clocks]
set_input_delay [expr $clk_period * $clk_io_pct] -clock clk0 $non_clock_inputs
set_output_delay [expr $clk_period * $clk_io_pct] -clock clk0 [all_outputs]
```
==> Slide: Implementation Results <==
Flow Results at a Glance

Placed design
  – Pre-CTS setup slack: 34.81 ns
  – Placed Cells: 46200
  – Area after DPL: 661000 um2
  – IO Port Bufs: 145
  – Detailed Place HPWL: 1350 mm
  – RD Place Congestion: 0.947

Drt
  – Wire length per cell: 43.8 um
  – Wl on met1: 549 mm
  – Antenna Nets Post-Route: 0
  – Starting DRC count in detailed routing: 24500
  – Top layer in use: met5
  – First-pass DRT Iterations: 8
  – Post-Route WL: 2170 mm
  – Met2 WL post-DR: 934 mm
  – DR WL met3: 495 mm
  – Vias per std cell: 6.58
  – Via count: 326000
  – # DRC: 0

Run
  – Max-cap violations: 1
  – Tool warnings: 39

Yosys
  – Most frequent cell after synthesis: edfxtp_1
  – EDFF count, synth: 16400
  – Synthesized area: 627000 um2
  – Chip Area, Yosys: 627000 um2
  – Dominant flop cell: edfxtp_1
  – Ys Warns: 1
  – Ys async rst share: 0
  – Area leader share: 0.785
  – XOR Share, Synth: 0
  – Mux share: 0.144
  – Syn Inst Count: 29000
  – Mapped Avg Cell Area: 21.6 um2
  – Dominant kind of combinational cell: multiplexers
  – Adders+Majority by Area: 0
  – Synth flops: 16400
  – AO/OA Area Share: 0.0392
  – Yosys stat cell total: 29000
  – Top cells, area: edfxtp_1 79%, mux4_2 10%, mux2i_1 3.7%
  – Area leader, netlist: edfxtp_1
  – Seq/Total Area, Yosys: 0.787
  – Synth cell types: 75
  – Most common library cells after synthesis: 16400 x edfxtp_1, 2838 x mux4_2, 2325 x mux2i_1
  – Basic Gates by Area: 0.0141

Critical path
  – FF-to-FF path depth: 8
  – Crit path kind: in2reg
  – Critical path's top delay family: buffers and inverters
  – Startpoint Class: input port
  – Crit path max fanout: 75
  – Worst setup EP type: register
  – Arr. time, crit path: 19.19 ns
  – CP most frequent cell: buf_4
  – Flop2flop setup slack: 49.91 ns
  – R2R Path Start: blocks[233][27]
  – CP bufs+invs: 10
  – Biggest cell delay along the critical path: 1.39 ns
  – Worst R2R End: r_data[27]
  – WP data required: 55.43 ns
  – Crit path cell chain: buf_16 -> buf_4 -> buf_12 -> buf_4 -> buf_4 -> buf_4 -> buf_4 -> buf_4 -> buf_4 -> mux4_2 -> o21ai_0 -> nand4_1 -> nor4_2 -> buf_4 -> nor4_2
  – CP max stage cell: nor4_2

Pwr
  – Seq pwr share: 0.524
  – Cell-internal power: 21000 uW
  – NetSw: 5820 uW
  – Clock share of power: 0.424
  – Pwr/cell area: 37.6 nW/um2
  – Switching Fraction: 0.217
  – Comb power frac: 0.052
  – Peak supply drop: 0.0000333 V
  – P_leak: 0.228 uW

Clock tree
  – Post-CTS Repair Setup Buffers: 0
  – CTS clock-pin slew for the worst setup and hold paths: 0.06 ns
  – TritonCTS clock tree: built
  – # H-tree levels: 7
  – Clock latency on the worst-skew pair: 1.32 ns
  – CTS max path bufs: 6
  – CTS Hold Bufs: 0
  – Post_cts resized: 0
  – Root buf cell: clkbuf_16
  – CTS Sinks: 16400
  – CTS Buf Count: 1722

Floorplan
  – Die Span Y: 1.12 mm
  – IO Pins: 146
  – FP Util: 0.502
  – Row count: 410
  – Core box area: 1250000 um2
  – Die Footprint: 1260000 um2
  – Die width: 1.12 mm

Final layout
  – Area Overhead vs Synth: 14.1%
  – Final core utilization: 0.573
  – Layout cells sized above 1: 0.253
  – Final Cell Area: 715000 um2
  – Non-filler cells, final: 49500

Timing
  – Skew final: 0.228 ns
  – Worst-margin pin slew: 1.60 ns
  – Period utilization: 0.331
  – Final slew viol count: 2
  – Setup TNS: 0 ns
  – RSZ-0062 raised after global routing: no
  – Post-layout minimum cycle time: 17.97 ns
  – Final Hold Fails: 0
  – Max_slew headroom: -0.0715
  – Maximum clock rate: 55.7 MHz
  – Final tally of setup violations: 0
  – PnR worst setup slack: 36.23 ns

Global route
  – GRT Overall Usage: 0.392
  – Overflow after GRT: 0
  – Largest net degree at the start of global routing: 129
  – Number of global-route vias before repair: 350000
  – Initial antenna violation count: 173
  – First-pass GRT wire length: 2920 mm

Status
  – Status: complete, but fails checks
  – Failing checks: max-capacitance violations, max-slew violations

Worst hold path
  – Endpoint of the worst hold path: r_data[56]
  – Hold crit path type: reg2reg
  – Hold path cells: 5
  – Hold_sp: blocks[3][56]
## worst register-to-register path, stage by stage, from the launching register on
cell      delay [ns]
edfxtp_1        0.32
mux2i_1         0.07
o221ai_1        0.27
a21oi_1         0.15
a31oi_1         0.90
nand4_1         0.59
nand4b_1        1.23
buf_4           0.51
nor3_1          0.17
## power by group through the flow
stage	sequential (uW)	combinational [uW]	clock, uW
6_report	14100	1410	11400
5_1_grt	14100	1450	11900
4_1_cts	14100	1380	11500
## stage by stage
stage	total power (uW)	hold slack, ns
global placement	15700	0.946
global route	27500	0.981
finish	26900	0.899
detailed placement	15700	0.959
CTS	26900	0.907
floorplan	14900	0.796
## how the worst max path moves through the flow
| stage | from | to | cells after the start |
|---|---|---|---|
| finish | r_addr[0] | r_data[38] | 15 |
| global route | r_addr[0] | r_data[4] | 16 |
| CTS | r_addr[0] | r_data[4] | 16 |
## placed cells by master, fill, tap and decap left out, types with 30 or more instances in the layout
cell type	count
a2111oi_0	108
a211oi_1	213
a21oi_1	724
a221oi_1	229
a221oi_2	30
a22o_1	67
a22oi_1	341
a31oi_1	70
buf_12	68
buf_4	2086
buf_8	68
bufinv_16	151
clkbuf_1	337
clkbuf_16	1744
clkbuf_8	31
clkdlybuf4s50_1	73
clkinv_1	391
clkinv_2	334
clkinvlp_4	40
dfxtp_1	64
diode_2	266
edfxtp_1	16400
inv_1	31
mux2_2	249
mux2i_1	2325
mux4_2	2838
nand2_1	322
nand3_1	44
nand4_1	126
nor2_1	197
nor2_4	267
nor3_1	369
nor4_1	165
nor4_2	157
o21ai_0	285
o221ai_1	704
o22ai_1	567
## cell families after synthesis
logic type,count (synthesis)
flops,16400
mux,5416
compound gates,3505
buf+inv,1811
simple gates,1802
## metal layers
layer | track usage | up-vias
li1 | - | 129000
met1 | 0.403 | 162000
met2 | 0.500 | 29300
met3 | 0.378 | 5337
met4 | 0.228 | 311
met5 | 0.106 | -
## final cells by class
class,instances,area (um2)
repair buffers,2306,18900
clock inverters,948,8350
inverters,34,143
clock buffers,2111,45300
multi-input cells,10700,128000
fillers,88200,533000
diodes,266,666
well taps,16700,20900
flip-flops and latches,16400,493000
## flip-flops by register name (all words and copies together), names as in the netlist
signal / count
r_data: 64
blocks: 16384
No activity file was given, so power comes from the tool's default toggle rates.
